`flow/constraint.sdc`:
```
current_design async_fifo

set clk_period 3.4
set clk_io_pct 0.2

create_clock -name clk0 -period $clk_period [get_ports {rd_clk}]
create_clock -name clk1 -period $clk_period [get_ports {wr_clk}]

set non_clock_inputs [all_inputs -no_clocks]
set_input_delay [expr $clk_period * $clk_io_pct] -clock clk0 $non_clock_inputs
set_output_delay [expr $clk_period * $clk_io_pct] -clock clk0 [all_outputs]
```
`flow/run.sh`:
```
#!/bin/bash
# OpenROAD 26Q1-2900-gdf79404cd8, Yosys 0.63+post, stock flow scripts
make -C /OpenROAD-flow-scripts/flow DESIGN_CONFIG=/design/flow/config.mk WORK_HOME=/design/flow/orfs finish
```
`flow/design.v`:
```
module async_fifo #( 
    parameter DATA_WIDTH = 8,
    parameter DEPTH = 8,
    parameter ADDRESS_SIZE = 4
)(
    input wr_clk,
    input rd_clk,
    input rst_n,
    input wr_en_i,
    input rd_en_i,
    input [DATA_WIDTH-1:0] data_i,
    output reg [DATA_WIDTH-1:0] data_o,
    output reg valid,
    output empty_o,
    output full_o,
    output reg overflow,
    output reg underflow
);
    reg [ADDRESS_SIZE-1:0] wr_ptr, wr_ptr_g_s1, wr_ptr_g_s2;
    reg [ADDRESS_SIZE-1:0] rd_ptr, rd_ptr_g_s1, rd_ptr_g_s2;
    wire [ADDRESS_SIZE-1:0] wr_ptr_g;
    wire [ADDRESS_SIZE-1:0] rd_ptr_g;
    reg [DATA_WIDTH-1:0] mem [DEPTH-1:0];
    always @(posedge wr_clk or negedge rst_n) begin
        if (!rst_n) begin
            wr_ptr <= 'b0;
            overflow <= 1'b0;
        end else begin
            if (wr_en_i && !full_o) begin
                mem[wr_ptr[ADDRESS_SIZE-2:0]] <= data_i;
                wr_ptr <= wr_ptr + 1;
            end else if (wr_en_i && full_o) begin
                overflow <= 1'b1;
            end
        end    
    end
    always @(posedge rd_clk or negedge rst_n) begin
        if (!rst_n) begin
            rd_ptr <= 'b0;
            data_o <= 'b0;
            valid <= 1'b0;
            underflow <= 1'b0;
        end else begin
            if (rd_en_i && !empty_o) begin
                data_o <= mem[rd_ptr[ADDRESS_SIZE-2:0]];
                rd_ptr <= rd_ptr + 1;
                valid <= 1'b1;
            end else if (rd_en_i && empty_o) begin
                underflow <= 1'b1;
                valid <= 1'b0;
            end else begin
                valid <= 1'b0;
            end
        end    
    end
    assign wr_ptr_g = wr_ptr ^ (wr_ptr >> 1);
    assign rd_ptr_g = rd_ptr ^ (rd_ptr >> 1);
    always @(posedge rd_clk or negedge rst_n) begin
        if (!rst_n) begin
            wr_ptr_g_s1 <= 'b0;
            wr_ptr_g_s2 <= 'b0;
        end else begin
            wr_ptr_g_s1 <= wr_ptr_g;
            wr_ptr_g_s2 <= wr_ptr_g_s1;
        end    
    end
    always @(posedge wr_clk or negedge rst_n) begin
        if (!rst_n) begin
            rd_ptr_g_s1 <= 'b0;
            rd_ptr_g_s2 <= 'b0;
        end else begin
            rd_ptr_g_s1 <= rd_ptr_g;
            rd_ptr_g_s2 <= rd_ptr_g_s1;
        end    
    end
    assign empty_o = (rd_ptr_g == wr_ptr_g_s2);
    assign full_o = (wr_ptr_g == {~rd_ptr_g_s2[ADDRESS_SIZE-1:ADDRESS_SIZE-2],
                                  rd_ptr_g_s2[ADDRESS_SIZE-3:0]});
endmodule
```
`flow/config.mk`:
```
export PLATFORM = sky130hd
export DESIGN_NAME = async_fifo
export DESIGN_NICKNAME = async_fifo
export VERILOG_FILES = /design/flow/design.v
export SDC_FILE = /design/flow/constraint.sdc
export NUM_CORES = 4
export LEC_CHECK = 1
export CORE_UTILIZATION = 50
```
==> run summary <==
The synthesis and place-and-route flow finished, so here is a summary.

The starting density of the core came out at 0.5147. Per the repair_timing log after CTS, setup buffers inserted total 0. Measured against its own limit, the worst slew margin works out to 0.4516. TritonRoute output was used to compute an average wire per cell of 18.14 um. Post-synthesis, Yosys gives the total cell area as 0.003978 sq mm. The stage logs contain a warning count of 36. The first global-routing pass estimated 11.88 mm of wire.

The critical path goes through inv_1 -> ha_1 -> xor2_1 -> nor2_1 -> nand2_1 -> inv_1 -> clkdlybuf4s50_1. STA classifies the critical path endpoint as a primary output. The peak per-stage delay on the critical path is between 0.4 and 0.5 ns. Setup repair after global routing left no endpoint under its margin. The vertical extent of the die is roughly 91 um. The static leakage is approximately 0.0017 uW. The worst setup slack after placement is 0.7962 ns. After its last routability iteration, the placer logged a weighted congestion of 0.7677. The number of nets still failing antenna checks after routing is 0. The CTS tree is done. The floorplan die area came out at 0.008316 sq mm. The global route stage reports its total congestion overflow as 0. The arrival time reported for the critical path endpoint came out at between 2 and 2.5 ns.

Power spread over the standard cell area amounts to 869.1 mW/mm^2. The filler cell count came out at 588. The share of synthesized area in the top cell type comes to 0.4832. Before antenna repair, the detailed router went through 4 iterations. In this run the most critical hold path is launched from wr_ptr_g_s1[2]$_DFF_PN0_.

The largest total area in the synthesized netlist belongs to sky130_fd_sc_hd__edfxtp_1. Using the TritonRoute via totals, the vias-per-cell ratio works out to 5.476. The amount of wire on met3 after detailed routing is 494 um. The antenna diode count is 0. The count of unresolved DRC violations after routing is 0. The run finished with clean final reports. After synthesis, the share of flip-flops with an asynchronous set or reset is 0.3535. The detailed router reported a total wirelength of just over 7 mm.

The worst setup slack after layout is 0.4726 ns. The startpoint identified for the worst register-to-register timing path is rd_ptr[1]$_DFFE_PN0P_. The post-cts hold-fix buffer tally is 0.

The maximum resistive drop on vdd came out at around 0.33 mV. The final tally of max-slew violations came out at 0. In this design, the critical path's most frequently occurring cell is sky130_fd_sc_hd__inv_1. The number of DRC violations after detailed-routing iteration 0 is 90. The count of endpoints failing hold in the final timing report is 0. The clock edge transition at the registers on the reported setup and hold paths came out at 0.08 ns. The critical-path maximum fanout is 9. The via count came out at approximately 2200.

The number of placed I/O pins came out at 26. The transition time at the pin with the least slew margin came out at 0.8171 ns. STA classifies the critical path startpoint as a flip-flop. The row count came out at 32. According to the timing report, the critical path is launched from rd_ptr[1]$_DFFE_PN0P_. The most used flip-flop cell after synthesis is sky130_fd_sc_hd__edfxtp_1.

The post-synthesis register bit count came out at 99. The number of cells on the worst hold path is listed as 0. The region available for standard cell placement spans 0.007727 sq mm.

The critical path's slowest stage uses the library cell sky130_fd_sc_hd__clkdlybuf4s50_1. The number of enable flip-flop cells is ~64. The synthesized netlist occupies a cell area of about 0.004 sq mm. The initial antenna violation count came out at 0.

The worst reg-to-reg path cell count is 6. For this run, the register share of the synthesized area comes to 0.7034. The post-DP HPWL is approximately 4.8 mm. The horizontal extent of the die is between 90 and 100 um. The class of the tightest hold or removal check is reg -> reg. In this run, post-CTS repair resized a total of 0 instances. In the final routing, the length of wire on met1 measures between 3 and 4 mm.

The count of mapped cells out of synthesis is 254. The clock sink count is 99. After routing, the total negative slack on setup checks comes to 0 ns. The report counts max-capacitance violations totalling 0.

The data required time reported for the critical path is approximately 2.7 ns. Entering global routing, the biggest net connects 36 pins. The highest layer touched by signal routing is met4.

The amount of wire on met2 after detailed routing is 3.146 mm. For reference, the top cells by area after synthesis are sky130_fd_sc_hd__edfxtp_1, sky130_fd_sc_hd__dfrtp_1, sky130_fd_sc_hd__ha_1, sky130_fd_sc_hd__mux2_2, sky130_fd_sc_hd__a32o_1. From synthesis to final layout, the design area changed by 15.00%. The mean instance size in the synthesized netlist came out at 15.66 sq um. The number of cells reported by Yosys stat comes to around 250.

The worst clock skew came out at 0.008323 ns. The via count of the first global-routing pass came to 2255. The count of unique library cells instantiated by Yosys came out at 38. Total power for the finished layout comes to between 3000 and 4000 uW. The worst setup path is of the reg -> out kind. The final report lists the setup-violating endpoint count as 0.

The total of buffers placed on input and output ports is 24. The global-route total usage across every layer is 0.2055. The proportion of layout cells with a drive suffix above 1 is 0.1458. The warning count from the yosys run came out at 2. The final cell utilization of the core is 0.5920.
## area by class of cell
type	count	area, sq um	area share
Inverter	11	41.29	0.009026
Sequential cell	99	2798	0.6116
Multi-Input combinational cell	131	1062	0.2322
Clock inverter	7	56.30	0.01231
Clock buffer	13	178.9	0.03911
Timing Repair Buffer	34	310.3	0.06783
Tap cell	102	127.6	0.02790
## critical path, delay by kind of cell (launching register included)
kind	cells	cell delay, ns
xor+xnor	1	0.18
flops	1	0.45
buf+inv	3	0.71
fa+ha+maj	1	0.33
simple gates	2	0.31
## per-layer routing
| layer | up-vias | global-route usage |
|---|---|---|
| met5 | - | 0 |
| met4 | 0 | 0.03042 |
| met3 | 9 | 0.08078 |
| met2 | 62 | 0.2816 |
| met1 | 1073 | 0.3591 |
| li1 | 1030 | - |
## layout by cell type, fill, tap and decap left out, drive strengths merged, types with 4 or more instances in the layout
cell type      instances
a22o                   5
inv                   16
a22oi                  5
nor2                   7
clkdlybuf4s50         23
mux2i                  4
buf                   11
clkbuf                13
xnor2                  8
mux2                   8
o21a                   8
nand2                  8
dfrtp                 35
a32o                   8
edfxtp                64
ha                    16
xor2                   4
nand3                 15
## cells by family (layout without fill, tap and decap cells)
family / count (synthesis) / count (layout) / synth area share
and+or+nand+nor: 49 / 49 / 0.06983
xor gates and xnor gates: 12 / 12 / 0.02642
AOI/OAI and AO/OA: 42 / 42 / 0.08777
adders and majority gates: 16 / 16 / 0.05033
muxes: 12 / 12 / 0.03272
buffers and inverters: 24 / 65 / 0.02957
DFF: 99 / 99 / 0.7034
## registers in the layout (all words and copies together) (netlist names)
name and count:
rd_ptr_g_s2 4, rd_ptr 4, data_o 8, wr_ptr 4
overflow 1, wr_ptr_g_s1 4, valid 1, mem 64
underflow 1, wr_ptr_g_s2 4, rd_ptr_g_s1 4
## through the flow
| step | hold WS, ns | instances | instance area, sq um |
|---|---|---|---|
| detailed placement | 0.3347 | 377 | 4339 |
| global route | 0.3615 | 397 | 4574 |
| finish | 0.3502 | 397 | 4574 |
| floorplan | 0.3312 | 254 | 3978 |
| global placement | 0.3322 | 377 | 4339 |
| CTS | 0.3532 | 397 | 4574 |
## path summary, 6_finish.rpt
check | end | slack [ns]
setup reg to reg | rd_ptr[1]$_DFFE_PN0P_ | 0.86
max in group asynchronous | data_o[7]$_DFFE_PN0P_ | 2.59
min in group clk1 | rd_ptr_g_s2[2]$_DFF_PN0_ | 0.36
setup / recovery | empty_o | 0.47
max in group clk1 | mem[6][4]$_DFFE_PP_ | 1.10
min in group asynchronous | rd_ptr_g_s1[1]$_DFF_PN0_ | 0.43
hold / removal | wr_ptr_g_s2[2]$_DFF_PN0_ | 0.35
hold reg to reg | wr_ptr_g_s2[2]$_DFF_PN0_ | 0.35
## where the power goes
part / leakage [uW] / internal [uW] / total (uW) / switching, uW
registers: 0.000988 / 1570 / 1730 / 162
clock network: 0.000125 / 381 / 817 / 436
logic: 0.000588 / 683 / 1430 / 747
total: 0.00170 / 2630 / 3980 / 1350
## synth_stat cells (3+ instances only)
master                     instances
sky130_fd_sc_hd__a222oi_1          3
sky130_fd_sc_hd__a22o_1            5
sky130_fd_sc_hd__a22oi_1           5
sky130_fd_sc_hd__a32o_1            8
sky130_fd_sc_hd__and4_1            3
sky130_fd_sc_hd__buf_6             3
sky130_fd_sc_hd__clkbuf_1          7
sky130_fd_sc_hd__dfrtp_1          35
sky130_fd_sc_hd__edfxtp_1         64
sky130_fd_sc_hd__ha_1             16
sky130_fd_sc_hd__inv_1            11
sky130_fd_sc_hd__mux2_2            8
sky130_fd_sc_hd__mux2i_1           4
sky130_fd_sc_hd__nand2_1           8
sky130_fd_sc_hd__nand3_1          15
sky130_fd_sc_hd__nand3b_1          3
sky130_fd_sc_hd__nand4_1           3
sky130_fd_sc_hd__nor2_1            7
sky130_fd_sc_hd__nor3b_1           3
sky130_fd_sc_hd__o21a_1            8
sky130_fd_sc_hd__xnor2_1           8
sky130_fd_sc_hd__xor2_1            4
Power and IR drop assume default switching activity.
