<file path="/design/flow/config.mk">
export PLATFORM = sky130hd
export DESIGN_NAME = sync_fifo
export DESIGN_NICKNAME = sync_fifo
export VERILOG_FILES = /design/flow/design.v
export SDC_FILE = /design/flow/constraint.sdc
export NUM_CORES = 4
export LEC_CHECK = 1
export CORE_UTILIZATION = 40
</file>
<file path="/design/flow/constraint.sdc">
current_design sync_fifo

set clk_period 5.2
set clk_io_pct 0.2

create_clock -name clk0 -period $clk_period [get_ports {clk}]

set non_clock_inputs [all_inputs -no_clocks]
set_input_delay [expr $clk_period * $clk_io_pct] -clock clk0 $non_clock_inputs
set_output_delay [expr $clk_period * $clk_io_pct] -clock clk0 [all_outputs]
</file>
<file path="/design/flow/design.v">
module sync_fifo
    (
    input clk,
    input rst_n,
    input wr_en_i,
    input [7:0]data_i,
    output full_o,
    input rd_en_i,
    output reg [7:0]data_o,
    output empty_o );
    parameter DEPTH = 8;
    reg [7:0]mem [0:DEPTH-1];
    reg [2:0]wr_ptr;    
    reg [2:0] rd_ptr;   
    reg [3:0]count;     
    assign full_o  = (count == DEPTH);
    assign empty_o = (count == 0);
    always @(posedge clk or negedge rst_n)begin
        if(!rst_n)begin
            wr_ptr <= 3'd0;
        end
        else begin
            if(wr_en_i && !full_o)begin
                mem[wr_ptr] <= data_i;
                wr_ptr <= wr_ptr + 1;
            end
        end
    end
    always @(posedge clk or negedge rst_n)begin
        if(!rst_n)begin
            rd_ptr <= 3'd0;
        end
        else begin
            if(rd_en_i && !empty_o)begin
                data_o <= mem[rd_ptr];
                rd_ptr <= rd_ptr + 1;
            end
        end
    end
    always @(posedge clk or negedge rst_n)begin
        if(!rst_n)begin
            count <= 4'd0;
        end
        else begin
            case({(wr_en_i && !full_o), (rd_en_i && !empty_o)})
            2'b10: count <= count + 1;
            2'b01: count <= count - 1;
            2'b11: count <= count;
            2'b00: count <= count;
            default: count <= count;
            endcase
        end
    end
endmodule
</file>
<file path="/design/flow/run.sh">
#!/bin/bash
# OpenROAD 26Q1-2900-gdf79404cd8, Yosys 0.63+post, stock flow scripts
make -C /OpenROAD-flow-scripts/flow DESIGN_CONFIG=/design/flow/config.mk WORK_HOME=/design/flow/orfs finish
</file>
==> impl_results.rst <==
Metrics
=======

.. list-table::
   :header-rows: 1

   * - Metric
     - Value
   * - Synthesized instance count
     - 207
   * - Actual slew at the worst max-slew pin
     - 0.676 ns
   * - Area of the core region
     - 8180 um^2
   * - Dominant cell type by area after synthesis
     - sky130_fd_sc_hd__edfxtp_1
   * - Total of endpoints with negative setup slack in the final report
     - 0
   * - Layout Utilization
     - 47.7%
   * - Placed wire-length estimate
     - 3.72 mm
   * - Tally of unique sky130hd cells used after synthesis
     - 34
   * - Hold buffer count at CTS
     - 0
   * - Clock tree from TritonCTS
     - done
   * - Antenna fix cells
     - 0
   * - Switching component of the power
     - 632 uW
   * - Final-report max-slew violation count
     - 0
   * - Total clock buffers created by CTS
     - 9
   * - Chip area estimate from yosys synthesis
     - 3370 um^2
   * - Cell row count
     - 33
   * - Endpoint required time on the critical path
     - 5.43 ns
   * - Share of total power in combinational logic
     - 31.9%
   * - Cell area after synthesis
     - 3370 um^2
   * - Top cell family by delay on the critical path
     - AND-OR/OR-AND gates
   * - Crit path launch type
     - input port
   * - Power per standard cell area
     - 535 nW/um^2
   * - Tool warnings
     - 33
   * - Maximum Capacitance Violations
     - 0
   * - Root Buffer Master
     - sky130_fd_sc_hd__clkbuf_8
   * - Clock Skews
     - 0.00621 ns
   * - Vias
     - 1844
   * - Number of input and output port buffers inserted
     - 21
   * - Growth of design area from synthesis to finish
     - 15.9%
   * - Most frequent standard cell in the layout excluding fill and tap cells
     - sky130_fd_sc_hd__edfxtp_1
   * - Post-CTS clock slew at the launch and capture registers of the worst setup and hold paths
     - 0.08 ns
   * - Period Utilization, post-route
     - 60.9%
   * - Syn avg cell area
     - 16.3 um^2
   * - Pre-antenna DRT Iters
     - 4
   * - Count of routing violations after the opening detailed-route iteration
     - 90
   * - Clock sinks
     - 82
   * - First-pass GRT wire length
     - 10.1 mm
   * - Die width
     - 93.7 um
   * - Overflow left after global routing
     - 0
   * - All-Layer GR Usage
     - 16.8%
   * - Summed negative setup slack over all endpoints
     - 0 ns
   * - Overall die area
     - 8790 um^2
   * - VDD IR max
     - 0.229 mV
   * - Clock network fraction of total power
     - 25.2%
   * - Minimum clock period
     - 3.17 ns
   * - Share of the yosys chip area belonging to registers
     - 71.6%
   * - Routability congestion estimate
     - 0.774
   * - Most frequent logic cells in the routed design
     - sky130_fd_sc_hd__edfxtp_1, sky130_fd_sc_hd__clkdlybuf4s50_1, sky130_fd_sc_hd__ha_1
   * - Endpoint arrival time on the critical path
     - 3.40 ns
   * - Reg2Reg Setup Slack
     - 2.45 ns
   * - Worst path most repeated cell
     - sky130_fd_sc_hd__ha_1
   * - Clock latency of the later-clocked register in the worst-skew pair
     - 0.34 ns
   * - Initial standard-cell utilization of the core
     - 41.2%
   * - Number of antenna violations at the first check in global routing
     - 0
   * - Buffering stage count on the worst path with inverters included
     - 2
   * - Count of cells resized by post-cts repair
     - 0
   * - Yosys Warn Count
     - 2
   * - Kind of capture point of the worst setup path
     - flip-flop
   * - Number of I/O pins
     - 22
   * - Detailed-route DRC error count
     - 0
   * - DIE HEIGHT
     - 93.7 um
   * - Level count of the clock H-tree
     - 3
   * - Avg Vias per Cell
     - 5.42
   * - Maximum number of pins on one net before global-route repair
     - 18
   * - Slowest library cell on the worst path
     - sky130_fd_sc_hd__clkdlybuf4s50_1
   * - Status
     - finished clean
   * - Crit-path max FO
     - 9
   * - Final WL
     - 6.22 mm
   * - Share of post-route cells with drive strength above 1
     - 11.1%
   * - Synth Flop Type
     - sky130_fd_sc_hd__edfxtp_1
   * - Via count of the first global-routing pass
     - 1980
   * - Internal power
     - 1.46 mW
   * - Cell Chain, Critical Path
     - clkdlybuf4s50_1 -> a21boi_2 -> inv_1 -> ha_1 -> ha_1 -> a21o_1 -> a2111oi_2 -> a31oi_1 -> a311o_1
   * - Seq cells post-synth
     - 82
   * - Worst slew margin relative to its limit
     - 54.9%
   * - Setup fix buffers added after clock tree synthesis
     - 0
   * - Ys async rst share
     - 12.2%
   * - Number of cells in the yosys synthesis report
     - 207
   * - Routed wirelength normalized by instance count
     - 18.3 um
   * - Pleak
     - 1.38 nW
   * - Buffer depth of the longest clock path
     - 2
   * - Main area contributors
     - sky130_fd_sc_hd__edfxtp_1, sky130_fd_sc_hd__dfrtp_1, sky130_fd_sc_hd__ha_1
   * - Fin. Hold Viols
     - 0
   * - Type of the worst min-delay path
     - reg -> reg
   * - Relative contribution of sequential cells to total power
     - 42.9%
   * - Remaining antenna violation count after routing
     - 0
   * - Switching fraction of total power
     - 30.2%
   * - Number of enable flip-flop cells
     - 72
   * - Unrepaired setup endpoints after global routing
     - false
   * - Slowest cell delay on critical path
     - 0.44 ns
   * - Area share, top type
     - 64.2%
   * - Setup CP Type
     - in -> reg
   * - Maximum operating frequency
     - 316 MHz
## final timing paths
check / from / to / cells after the start
setup / recovery: wr_en_i / count[3]$_DFFE_PN0N_ / 9
setup reg to reg: count[1]$_DFFE_PN0N_ / count[3]$_DFFE_PN0N_ / 9
hold / removal: rd_ptr[0]$_DFFE_PN0N_ / rd_ptr[0]$_DFFE_PN0N_ / 1
max in group asynchronous: rst_n / wr_ptr[2]$_DFFE_PN0P_ / 1
min in group asynchronous: rst_n / count[3]$_DFFE_PN0N_ / 1
hold reg to reg: rd_ptr[0]$_DFFE_PN0N_ / rd_ptr[0]$_DFFE_PN0N_ / 1
## kinds of logic after synthesis
logic type	count (synthesis)	share of synthesized area (%)
AOI/OAI and AO/OA	41	9.81
and+or+nand+nor	37	5.95
xor gates and xnor gates	4	1.04
buffers and inverters	19	2.49
DFF	82	71.6
adders and majority gates	16	6.17
muxes	8	2.90
## final cells by class
cell class | instances | area [um^2]
fill | 702 | 4270
sequential | 82 | 2410
multi-input combinational | 106 | 871
timing repair buffer | 22 | 218
tap | 105 | 131
clock buffer | 9 | 124
clock inverter | 5 | 105
inverter | 11 | 41.3
## sequential cells by signal, summed over array words and instances, names as in the netlist
| register | count |
|---|---|
| count | 4 |
| data_o | 8 |
| mem | 64 |
| wr_ptr | 3 |
| rd_ptr | 3 |
## worst register-to-register path: stages (launching register included)
cell and delay [ns]:
sky130_fd_sc_hd__dfrtp_1 0.44, sky130_fd_sc_hd__nor4_1 0.39, sky130_fd_sc_hd__nand2b_1 0.26, sky130_fd_sc_hd__inv_1 0.08, sky130_fd_sc_hd__ha_1 0.24, sky130_fd_sc_hd__ha_1 0.29, sky130_fd_sc_hd__a21o_1 0.19, sky130_fd_sc_hd__a2111oi_2 0.35
sky130_fd_sc_hd__a31oi_1 0.08, sky130_fd_sc_hd__a311o_1 0.32
## per-layer routing
layer  up-vias  track usage [%]  wire [um]
met2        88             23.7       2760
met3        14             11.0        718
met1       878             22.8       2560
met4         0             3.97        175
met5         -                0          0
li1        864                -          -
## Yosys cell counts, types with 2 or more instances
| library cell | number |
|---|---|
| sky130_fd_sc_hd__and3_1 | 8 |
| sky130_fd_sc_hd__a21oi_1 | 4 |
| sky130_fd_sc_hd__and2_1 | 4 |
| sky130_fd_sc_hd__buf_2 | 4 |
| sky130_fd_sc_hd__mux2_2 | 6 |
| sky130_fd_sc_hd__mux2_4 | 2 |
| sky130_fd_sc_hd__a221oi_1 | 10 |
| sky130_fd_sc_hd__nor4_1 | 2 |
| sky130_fd_sc_hd__xnor2_1 | 3 |
| sky130_fd_sc_hd__a222oi_1 | 8 |
| sky130_fd_sc_hd__o21ai_0 | 8 |
| sky130_fd_sc_hd__dfrtp_1 | 10 |
| sky130_fd_sc_hd__a22o_1 | 3 |
| sky130_fd_sc_hd__ha_1 | 15 |
| sky130_fd_sc_hd__inv_1 | 11 |
| sky130_fd_sc_hd__nor2_1 | 6 |
| sky130_fd_sc_hd__nand2b_1 | 2 |
| sky130_fd_sc_hd__edfxtp_1 | 72 |
| sky130_fd_sc_hd__nand2_1 | 10 |
| sky130_fd_sc_hd__a41oi_1 | 3 |
| sky130_fd_sc_hd__clkbuf_1 | 3 |
## power groups by stage
stage / Combinational (mW) / Clock [mW] / Sequential [mW]
CTS: 0.676 / 0.537 / 0.897
global route: 0.759 / 0.566 / 0.909
finish: 0.667 / 0.526 / 0.896
## per-stage QoR
stage	worst slack (ns)	power [mW]	instance area [um^2]	hold WS [ns]	instances
floorplan	2.30	1.37	3370	0.498	207
finish	2.03	2.09	3900	0.548	340
CTS	2.05	2.11	3900	0.553	340
global route	1.86	2.23	3900	0.574	340
global placement	1.74	1.57	3670	0.530	326
detailed placement	1.68	1.58	3670	0.539	326
Power figures rest on the tool's default switching activity, not on a simulated workload.
